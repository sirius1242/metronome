### design/flow/config.mk
export PLATFORM = sky130hd
export DESIGN_NAME = band
export DESIGN_NICKNAME = band
export VERILOG_FILES = /design/flow/design.v
export SDC_FILE = /design/flow/constraint.sdc
export NUM_CORES = 4
export LEC_CHECK = 1
export CORE_AREA = 10 10 76 76
export DIE_AREA = 0 0 86 86
### design/flow/constraint.sdc
current_design band

set clk_period 4.0
set clk_io_pct 0.2

create_clock -name clk0 -period $clk_period [get_ports {clk}]

set non_clock_inputs [all_inputs -no_clocks]
set_input_delay [expr $clk_period * $clk_io_pct] -clock clk0 $non_clock_inputs
set_output_delay [expr $clk_period * $clk_io_pct] -clock clk0 [all_outputs]
### design/flow/design.v
`timescale 1ns / 1ps
module metronome(
		input [7:0] speed,
		input	clk,
		input	rst_n,
		input [15:0] SW,
		output reg bell,
		output reg [15:0] LED
    );
		localparam freq = 2500;
		localparam beat = 25000000 / freq;
		localparam delta = 60 * freq / 256 / 16;
		wire[31:0] blank;
	 	assign blank = 60 * freq / speed / 16;
		integer i;
		integer j;
		reg [3:0] k;
		reg sign;
		always@(posedge clk or negedge rst_n)
		begin
			if (~rst_n)
			begin
				j <= 0;
				sign <= 0;
			end
			else if(SW == 16'h0000)
				j <= j;
			else if(j >= beat)
			begin
				sign <= ~sign;
				j <= 0;
			end
			else
				j <= j+1;
		end
		always@(posedge sign or negedge rst_n)
		begin
			if (~rst_n)
			begin
				i <= 0;
				bell <= 0;
				k <= 0;
				LED <= 0;
			end
			else if(i >= blank)
			begin
				i <= 0;
				LED[k] <= 1;
				LED[k == 0 ? 15 : k-1] <= 0;
				k <= k+1;
			end
			else if(SW[k] === 0)
				i <= i+1;
			else if(i >= blank - delta)
			begin
				bell <= ~bell;
				i <= i+1;
			end
			else
				i <= i+1;
		end
endmodule
module band(
		input clk, left, right, up, down, rst_n,
		output reg [7:0] speed
		);
		always@(posedge clk or negedge rst_n)
		begin
			if(~rst_n)
				speed <= 60;
			else if(left)
				speed <= speed - 1;
			else if(right)
				speed <= speed + 1;
			else if(down)
				speed <= speed - 10;
			else if(up)
				speed <= speed + 10;
		end
endmodule
### design/flow/run.sh
#!/bin/bash
# OpenROAD 26Q1-2900-gdf79404cd8, Yosys 0.63+post, stock flow scripts
make -C /OpenROAD-flow-scripts/flow DESIGN_CONFIG=/design/flow/config.mk WORK_HOME=/design/flow/orfs finish
==> impl_metrics.ini <==
; implementation run metrics
[status]
outcome = completed

[drt]
drt-initial-drc-count = 52
antenna_cells = 0
routed_wl_um = 2186
antenna_left = 0
viasPerCell = 4.787
routedWlPerCell_um = 12.93
via_count = 809
drc = 0
drtPass1Iterations = 4

[cells_and_area]
nFillCells = 436
seqCellArea_sq_um = 205.2
reg_top3 = speed: 8 flops
largest_register_ffs = 8
multiInputGateArea_sq_um = 636.9
synthToLayoutAreaGrowth_pct = 21.53
layout-drive-gt1-share_pct = 12.61
top_register = speed
final_util_pct = 26.60

[floorplanning]
io_pins = 14
chipArea_sq_mm = 0.007396
die_x_um = 86
dieHeight_um = 86
rows = 23
fp-utilization_pct = 21.89
core_area_sq_mm = 0.004115

[logic_synthesis]
async_flop_share_pct = 100.0
ys_ff = 8
syn_area_sq_um = 900.9
ys_seq_share_pct = 22.78
ys_types = 42
netlist_instances = 108
yosys_warnings = 1
edf_count = 0
synth_area_per_cell_sq_um = 8.341
ys_cells = 108
flop_cell = dfstp_2
yosys_area_sq_um = 900.9

[cts]
ctsHoldBuffers = 0
postCtsSetupRepairBufs = 0
numCtsBuffers = 3
clk_pin_slew_worst_paths_ns = 0.04
cts_resized = 0
h-tree-depth = 1
cts_buffer_depth = 2
cts.sinks = 8
root_buffer = clkbuf_8
clk_latency_ns = 0.23
cts_tree = yes

[pwr]
sw_frac_of_total_pct = 41.65
power.switching_mw = 0.3297
p_leak_nw = 0.4148
finalPower_mw = 0.7916
ir_drop_uv = 215.9
powerDensity_mw_per_mm2 = 723.1
p_comb_share_pct = 57.7
p_clk_share_pct = 12.5
p_int_mw = 0.4619
power_frac_seq_pct = 29.8

[grt]
grt_util_met3_pct = 2.479
gr-total-overflow = 0
grt-busiest-layer = met1
grt_pass1_wl_um = 3601
grt_pass1_vias = 766
grt_antenna_before_repair = 0
grt_max_degree = 18
gr-usage-met1_pct = 8.224
grt_use_met2_pct = 8.114
grtUsageTotal_pct = 5.697

[setup_path]
r2r-start = speed[2]
cp.arrival_ns = 2.90
cp_data_required_time_ns = 4.09
setup.worst_path.class = in2reg
worstPathCellList = clkdlybuf4s50_1, inv_1, fa_1, nor2b_1, o221ai_1, a21oi_1, xnor2_1, o211ai_1
cp-end-kind = register
timing.rr.end = speed[7]
reg2reg_slack_ns = 1.99
cp-start-kind = input pin
slowest_stage = clkdlybuf4s50_1
max_stage_delay_ns = 0.72
r2r_cells = 7
crit_fanout = 9

[sta]
fmax_mhz = 356.1
setup_tns_ns = 0
finalMaxSlewViolations = 0
worst_pin_slew_ns = 0.6554
skew_ns = 0.004083
min_period_over_period_pct = 70.20
setup_viol = 0
rsz0062_at_grt = false
relSlewSlack_pct = 56.17
final_hold_viol_count = 0
layout_min_cycle_time_ns = 2.808

[hold_path]
min_path_cells = 2
hold-path-endpoint = speed[2]
hp-start = speed[2]
worstHoldPathType = reg2reg

[placement]
hpwl_um = 1670
gp_congestion = 0.8557
portBuffers = 13

[run]
drv_cap = 0
openroad.warnings = 26
## layout make-up
cell class              instances  area share (%)
multi-input cells              90           58.17
clock buffers                   3           3.771
flip-flops and latches          8           18.74
repair buffers                 13           11.89
inverters                       5           1.714
well taps                      50           5.714
## layer usage
| metal | up-vias | part of all wire, % |
|---|---|---|
| li1 | 418 | - |
| met1 | 356 | 51 |
| met2 | 35 | 38 |
| met3 | 0 | 10 |
| met4 | 0 | 0 |
| met5 | - | 0 |
## cells in the mapped netlist, drive strengths merged, types with 2 or more instances
master	n	area share, %
a211oi	2	1.7
a21oi	11	6.5
and3	2	1.5
buf	5	4.4
dfrtp	4	11
dfstp	4	12
ha	7	9.7
inv	5	2.1
nand2	6	2.5
nand3	3	1.7
nor2	12	5.0
nor2b	4	2.8
nor3	2	1.1
nor3b	2	1.7
nor4	3	4.4
o21ai	6	3.3
o22ai	3	2.1
or2	2	1.4
xnor2	7	6.8
xor2	3	2.9
## worst max path at each step
stage / from / endpoint / cells after the start
finish: down / speed[7] / 8
global route: down / speed[4] / 8
CTS: down / speed[7] / 8
## cells in the final DEF (no fill, tap or decap), types with 2 or more instances in the layout
| cell type | count |
|---|---|
| clkdlybuf4s50_1 | 13 |
| xor2_1 | 3 |
| o22ai_1 | 3 |
| nor3_1 | 2 |
| dfrtp_1 | 4 |
| nand3_1 | 3 |
| ha_1 | 7 |
| a21oi_1 | 10 |
| nor2b_1 | 4 |
| nor2_1 | 12 |
| o21ai_0 | 6 |
| inv_1 | 5 |
| nand2_1 | 6 |
| a211oi_1 | 2 |
| nor3b_1 | 2 |
| clkbuf_8 | 3 |
| dfstp_2 | 4 |
| xnor2_1 | 7 |
## power by group through the flow
stage | clock network (mW) | registers, mW | logic, mW
after CTS | 0.102 | 0.234 | 0.461
after global routing | 0.106 | 0.246 | 0.515
final | 0.0988 | 0.236 | 0.457
## per-stage QoR
step           cells  hold slack [ns]  worst slack (ns)  instance area [sq um]
2_1_floorplan    108           0.5044             1.923                  900.9
5_1_grt          169           0.6278            0.9652                   1095
3_5_place_dp     166           0.5755            0.9566                   1054
6_report         169           0.5912             1.192                   1095
4_1_cts          169           0.5843             1.194                   1095
3_3_place_gp     166           0.5727            0.9621                   1054
## kinds of logic (layout without fill, tap and decap cells)
| logic type | after synthesis | in the layout | share of synthesized area, % |
|---|---|---|---|
| XOR/XNOR | 10 | 10 | 9.723 |
| AND/OR/NAND/NOR | 38 | 38 | 24.03 |
| multiplexers | 1 | 1 | 1.111 |
| AND-OR/OR-AND | 33 | 33 | 23.89 |
| adder cells (fa/ha/maj) | 8 | 8 | 11.94 |
| buffers and inverters | 10 | 21 | 6.528 |
| flip-flops | 8 | 8 | 22.78 |
## worst max-delay path: cells and delay by family
| kind | cells | cell delay [ns] |
|---|---|---|
| xor+xnor | 1 | 0.13 |
| compound gates | 3 | 0.42 |
| simple gates | 1 | 0.22 |
| fa+ha+maj | 1 | 0.46 |
| buf+inv | 2 | 0.87 |
Power figures rest on the tool's default switching activity, not on a simulated workload.
