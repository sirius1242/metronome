**design.v**
```verilog
`timescale 1ns / 1ps
module encode(
	input wire [3:0] tmp,
	output reg [6:0] segment
);
always@(*)
begin
	case (tmp)
		0:  segment = 7'b100_0000;
		1:  segment = 7'b111_1001;
		2:  segment = 7'b010_0100;
		3:  segment = 7'b011_0000;
		4:  segment = 7'b001_1001;
		5:  segment = 7'b001_0010;
		6:  segment = 7'b000_0010;
		7:  segment = 7'b111_1000;
		8:  segment = 7'b000_0000;
		9:  segment = 7'b001_0000; 
		10:  segment = 7'b000_1000;
		11:  segment = 7'b000_0011;
		12:  segment = 7'b100_0110;
		13:  segment = 7'b010_0001;
		14:  segment = 7'b000_0110;
		15:  segment = 7'b000_1110;
		default:  segment = 7'b000_0000;
	endcase
end
endmodule
module seg(
	input clk, 
	input rst_n, 
	input [31:0] q_a,
	output reg [2:0] sel,
	output wire [6:0] segment
	);
	localparam mili = 50_000_00 / 1000;
	reg [15:0] cnt;
	reg en;
	reg [3:0] tmp;
	initial sel = 3'b000;
	encode encode1(tmp,segment);
	always@(posedge clk or negedge rst_n)
	begin
		if (~rst_n)
			cnt <= 16'h0000;
		else if(cnt == mili)
		cnt = 16'h0000;
		else if (cnt == mili-1)
		begin
			if (sel != 3'b111)
				sel <= sel + 1;
			else
				sel <= 3'b000;
			cnt <= cnt+1;
		end
		else
			cnt <= cnt+1;
	end
	always@(*)
	begin
		case (sel)
			3'b000: tmp = q_a[3:0];
			3'b001: tmp = q_a[7:4];
			3'b010: tmp = q_a[11:8];
			3'b011: tmp = q_a[15:12];
			3'b100: tmp = q_a[19:16];
			3'b101: tmp = q_a[23:20];
			3'b110: tmp = q_a[27:24];
			3'b111: tmp = q_a[31:28];
		endcase
	end
	endmodule
```
**config.mk**
```make
export PLATFORM = sky130hd
export DESIGN_NAME = seg
export DESIGN_NICKNAME = seg
export VERILOG_FILES = /design/flow/design.v
export SDC_FILE = /design/flow/constraint.sdc
export NUM_CORES = 4
export LEC_CHECK = 1
export CORE_AREA = 10 10 105 105
export DIE_AREA = 0 0 115 115
```
**run.sh**
```bash
#!/bin/bash
# OpenROAD 26Q1-2900-gdf79404cd8, Yosys 0.63+post, stock flow scripts
make -C /OpenROAD-flow-scripts/flow DESIGN_CONFIG=/design/flow/config.mk WORK_HOME=/design/flow/orfs finish
```
**constraint.sdc**
```tcl
current_design seg

set clk_period 3.7
set clk_io_pct 0.2

create_clock -name clk0 -period $clk_period [get_ports {clk}]

set non_clock_inputs [all_inputs -no_clocks]
set_input_delay [expr $clk_period * $clk_io_pct] -clock clk0 $non_clock_inputs
set_output_delay [expr $clk_period * $clk_io_pct] -clock clk0 [all_outputs]
```
==> flow_summary.ini <==
; generated from flow reports
[synthesis]
compound_area_frac = 0.134
largest_area_cell = dfrtp_1
ys_sh_mux = 0.0868
top_cells_by_count = 16 x dfrtp_1, 15 x nor2_1, 14 x ha_1, 13 x nand2_1, 11 x inv_1
ys_warn_count = 2
synthesis.area_mm2 = 0.00149
ys_seq_elements = 19
synth_seq_share = 0.330
async_reset_ff_frac = 0.842
synth-edff-count = 3
synthTopLogicFamily = simple AND/OR/NAND/NOR gates
top_area_frac = 0.270
synthAdderAreaFrac = 0.118
yosys.area_share.simple = 0.194
area_leaders = dfrtp_1 27%, ha_1 12%, edfxtp_1 6.1%, mux2_2 5.3%, xor2_1 4.7%
synth_cell_types = 35
ff_type = dfrtp_1
synthCells = 153
synth_chip_area_mm2 = 0.00149
ys_cells = 153
xor_share = 0.0885
top_cell = dfrtp_1
avgSynthCellArea_um2 = 9.71

[drt]
wl_per_cell_um = 12.6
drc = 0
drt_iter0_drc = 66
postRouteAntennaNets = 0
vias = 1399
routed_wl_mm = 4.25
antennaDiodeCount = 0
avgViaCountPerCell = 4.16
firstDrtPassIters = 4

[die]
core_mm2 = 0.00876
floorplan.core_util = 0.169
die_width_um = 115
die-area_mm2 = 0.0132
num_rows = 34
fp.dieH_um = 115
io_pins = 44

[power_and_ir_drop]
cellPowerDensity_mw_per_mm2 = 177
p_clk_frac = 0.324
leakagePower_nw = 1.04
swShare = 0.207
comb_power_share = 0.188
seq_power_share = 0.488
total_switching_power_mw = 0.0896
power.internal_mw = 0.344
vdd_ir_drop_max_mv = 0.130

[setup_path]
rrSetupSlack_ps = 1840
cp_max_fo = 4
startpoint_type = flip-flop
crit_required_ps = 2960
critPathArrivalTime_ps = 3140
path_class = flip-flop to primary output
critPathCaptureType = primary output

[cts]
cts_sinks = 19
ctsHoldBuffers = 0
cts_tree = done
htree_levels = 1
clkTransAtPathRegs_ps = 60
worstSkewPairLatency_ps = 250
root_buffer = clkbuf_8
numCtsBuffers = 3
clock_path_buffers = 2

[sta]
period_used_share = 1.05
fin_hold_ws_ps = 482
rsz0062_at_grt = true
slew_headroom = 0.429
skew_ps = 4.00
period_needed_ps = 3880
fmax_mhz = 257
postLayoutSetupSlackWorst_ps = -185
setup_viol = 5
tightest_slew_ps = 851
maxSlewViolCount = 0
hold_viol = 0

[grt]
grt_usage = 0.0591
grt_max_degree = 18
antenna_found_initial = 0
grt_pass1_vias = 1337
grt.overflow.total = 0
grt_pass1_wl_mm = 6.53

[flow_run]
cap_violations = 0
warnings = 37

[placement]
postPlaceCellArea_mm2 = 0.00218
dp_hpwl_mm = 3.18
port_buffers = 43
gp_congestion = 0.834

[cells_and_area]
drive_gt1_frac = 0.285
area_growth_pct = 65.0
logic_area_mm2 = 0.00106
n_fill_cell = 886
stdcell_area_mm2 = 0.00245
ff_latch_area_um2 = 490

[hold_path]
hold_path.class = flip-flop to flip-flop

[status]
violations = setup timing
status = complete, but fails checks
-- power by group through the flow --
stage | combinational (mW) | clock (mW) | sequential (mW)
after CTS | 0.0773 | 0.145 | 0.212
after global routing | 0.0878 | 0.155 | 0.211
final | 0.0816 | 0.141 | 0.212
-- area by class of cell --
cell class,count,share of cell area
timing repair buffer,74,0.277
sequential,19,0.200
clock buffer,4,0.0184
tap,108,0.0552
multi-input combinational,120,0.432
inverter,11,0.0169
-- logic make-up (layout without fill, tap and decap cells) --
| logic type | count (synthesis) | after routing |
|---|---|---|
| AND-OR/OR-AND | 20 | 21 |
| buffers and inverters | 15 | 89 |
| flip-flops | 19 | 19 |
| AND/OR/NAND/NOR | 58 | 58 |
| adder cells (fa/ha/maj) | 14 | 14 |
| XOR/XNOR | 15 | 15 |
| multiplexers | 12 | 12 |
-- path summary, 6_finish.rpt --
check,start,cells after the start,end
worst min-delay path,cnt[15],1,cnt[15]
min in group asynchronous,rst_n,2,cnt[8]
worst max-delay path,sel[0],11,segment[1]
worst max register to register,cnt[4],4,cnt[2]
worst min register to register,cnt[15],1,cnt[15]
max in group asynchronous,rst_n,2,cnt[4]
-- timing repair --
action / in CTS / in global routing
setup buffers: 5 / 4
gates cloned: 1 / 0
endpoints found under the setup margin: 7 / 7
pin swaps: 2 / 2
resized: 23 / 15
-- registers in the layout, summed over array words and instances, names as in the netlist --
name / count
sel: 3
cnt: 16
-- worst max-delay path, cell delays in order, from the launching register on --
cell and delay (ps):
edfxtp_1 390, buf_4 160, ha_1 210, or4_4 520
or2_4 280, a31oi_2 190, inv_2 90, ha_1 280
inv_1 50, mux2i_1 120, a32o_1 140, clkdlybuf4s50_1 470
-- routing by layer --
metal / track usage / wire length [µm] / vias up
met2: 0.0908 / 1720 / 58
met1: 0.0835 / 2110 / 636
met3: 0.0179 / 389 / 4
li1: - / - / 701
met4: 0.00495 / 31 / 0
met5: 0 / 0 / -
-- through the flow --
stage          setup TNS [ps]   util  setup slack (ps)  total power [mW]  cells
2_1_floorplan               0      -               134             0.235    153
3_3_place_gp             -437  0.249              -119             0.288    322
3_5_place_dp             -468  0.249              -121             0.288    322
4_1_cts                  -619  0.268              -184             0.434    332
5_1_grt                 -1350  0.280              -309             0.454    336
6_report                 -604  0.280              -185             0.434    336
-- cells in the final DEF, fill, tap and decap left out, drive strengths merged --
master / netlist / final
clkdlybuf4s50: 0 / 38
buf: 3 / 31
dfrtp: 16 / 16
nor2: 15 / 15
ha: 14 / 14
nand2: 13 / 13
inv: 11 / 11
xor2: 8 / 8
xnor2: 7 / 7
mux2: 7 / 7
nand3: 6 / 6
a22o: 6 / 6
nor3: 6 / 6
mux2i: 5 / 5
nor2b: 5 / 5
dlygate4sd2: 0 / 4
clkbuf: 1 / 4
a31oi: 3 / 4
nor4: 3 / 3
edfxtp: 3 / 3
or2: 3 / 3
a221oi: 3 / 3
o2bb2ai: 3 / 3
nand4: 2 / 2
and3: 1 / 1
nand4b: 1 / 1
and2: 1 / 1
or4: 1 / 1
a222oi: 1 / 1
a41oi: 1 / 1
o22ai: 1 / 1
a32o: 1 / 1
and3b: 1 / 1
a221o: 1 / 1
dlymetal6s2s: 0 / 1
Power figures rest on the tool's default switching activity, not on a simulated workload.
